==> design.v <==
module idExRegister(clk, write, pcPlus4Id, extendedImm, busA, busB, rW, aluCtrl, exCtrl, memCtrl, wrCtrl, pcPlus4Ex, extendedImmEx, busAEx, busBEx, rWEx, aluCtrlEx, exCtrlEx, memCtrlEx, wrCtrlEx);
  input clk, write;  
  input [31:0] pcPlus4Id, extendedImm, busA, busB;
  input [4:0] rW;
  input [5:0] aluCtrl;
  input [6:0] exCtrl;
  input [4:0] memCtrl;
  input [1:0] wrCtrl;
  output reg [4:0] rWEx;
  output reg [31:0] pcPlus4Ex, extendedImmEx, busAEx, busBEx;
  output reg [5:0] aluCtrlEx;
  output reg [6:0] exCtrlEx;
  output reg [4:0] memCtrlEx;
  output reg [1:0] wrCtrlEx;
		  always@(posedge clk) begin		
				if(write == 1)
				begin	
					rWEx = rW;
					pcPlus4Ex = pcPlus4Id;
					extendedImmEx = extendedImm;
					busAEx = busA;
					busBEx = busB;
					aluCtrlEx = aluCtrl;
					exCtrlEx = exCtrl;
					memCtrlEx = memCtrl;
					wrCtrlEx = wrCtrl;					
				end
				else
				begin
					rWEx = rWEx;
					pcPlus4Ex = pcPlus4Ex;
					extendedImmEx = extendedImmEx;
					busAEx = busAEx;
					busBEx = busBEx;
					aluCtrlEx = aluCtrlEx;
					exCtrlEx = exCtrlEx;
					memCtrlEx = memCtrlEx;
					wrCtrlEx = wrCtrlEx;
				end
			end
endmodule
==> run.sh <==
#!/bin/bash
# OpenROAD 26Q1-2900-gdf79404cd8, Yosys 0.63+post, stock flow scripts
make -C /OpenROAD-flow-scripts/flow DESIGN_CONFIG=/design/flow/config.mk WORK_HOME=/design/flow/orfs finish
==> config.mk <==
export PLATFORM = sky130hd
export DESIGN_NAME = idExRegister
export DESIGN_NICKNAME = idExRegister
export VERILOG_FILES = /design/flow/design.v
export SDC_FILE = /design/flow/constraint.sdc
export NUM_CORES = 4
export LEC_CHECK = 1
export CORE_UTILIZATION = 30
==> constraint.sdc <==
current_design idExRegister

set clk_period 1.0
set clk_io_pct 0.2

create_clock -name clk0 -period $clk_period [get_ports {clk}]

set non_clock_inputs [all_inputs -no_clocks]
set_input_delay [expr $clk_period * $clk_io_pct] -clock clk0 $non_clock_inputs
set_output_delay [expr $clk_period * $clk_io_pct] -clock clk0 [all_outputs]
==> job_summary.md <==
### Flow metrics

| Metric | Value |
|---|---|
| Outcome | complete, but fails checks |
| Failing checks | negative setup slack |
| CTS HTree Levels | 4 |
| CP Max Fanout | 1 |
| Share of cells above drive strength 1 | 0.3832 |
| Total CTS buffers | 17 |
| Worst hold path type | in -> reg |
| Yosys cell types | 1 |
| Yosys Instances | between 150 and 200 |
| Vias in the first global route | between 2000 and 3000 |
| CTS sink cnt | around 150 |
| Die W | around 130 um |
| Initial antenna violation count | 0 |
| CP peak stage delay | 0.38 ns |
| CTS tree | done |
| Power per cell area | 1956 nW/um^2 |
| Fin. Hold Viols | 0 |
| Tool warning count | 27 |
| FP Rows | between 40 and 50 |
| Final Cell Area | approximately 7900 um^2 |
| Buf+Inv Stages, Crit Path | 1 |
| Leak | about 3.1 nW |
| Register area share after synthesis | 1.000 |
| Io pins | 308 |
| Total global routing overflow | 0 |
| Max-Cap Viols | 0 |
| WP depth | 1 |
| DR WL/cell | around 16 um |
| Max Freq | just under 900 MHz |
| RSZ-0062 raised after global routing | true |
| Gpl congestion | 0.7698 |
| ANT cells | 0 |
| Via count | approximately 2800 |
| Mapped Cells | about 150 |
| Via-to-Cell Ratio | slightly above 4 |
| Tmin final | between 1 and 1.5 ns |
| Clock Path Buffers | 2 |
| Hold Path Depth | 1 |
| Mapped Avg Cell Area | between 30 and 40 um^2 |
| Synthesis-to-layout area growth | 71.43% |
| Global-route wire length before repair | roughly 16000 um |
| Worst hold margin | between 0.15 and 0.2 ns |
| Number of buffers added on ports | 307 |
| CP cell instances | buf_2 |
| CTS Root Cell | clkbuf_16 |
| Final setup fails | between 150 and 200 |
| Setup crit end kind | output pin |
| Comb. cell area | 0 um^2 |
| Chip Area | around 16000 um^2 |
| Die height | 125.8 um |
| Mapped Area | about 4600 um^2 |
| Max Slew Vio Count | 0 |
| Comb_multi_in | 0 |
| Warning count from the yosys run | 1 |
| Clk slew on worst S/H paths | 0.06 ns |
| GRT Resource Usage Total | 0.1467 |
| DRT Wirelength | 10800 um |
| VDD IR max | ~2400 uV |
| Startpoint Class | register |
| Slowest-stage cell, CP | edfxtp_1 |
| Critical path data arrival time | about 0.92 ns |
| Core area | approximately 15000 um^2 |
| Synthesized chip area reported by yosys | between 4000 and 5000 um^2 |
| Initial DRC count | approximately 140 |
| Post-CTS Setup Inserts | 0 |
| CP top delay family | flip-flops |
| # DRC | 0 |
| Fp util | 0.3114 |
| CP Data Required Time | ~0.8 ns |
| Post-DP Area | around 8000 um^2 |
| First-pass DRT Iterations | 3 |
| Total area of sequential cells | about 4600 um^2 |
| Crit Path Class | reg -> out |
| Filler cells | 1205 |
| Number of synthesized register bits | ~150 |
| Relative slew margins | 0.8249 |
| Hpwl dp | between 7000 and 8000 um |
| Post-route setup slack | -0.1176 ns |
| Post-layout period usage | 1.118 |
| Final antenna-violating net count | 0 |
| Slew @ Worst Pin | approximately 0.26 ns |
| Largest net degree at the start of global routing | 26 |
## layout make-up
type | instances | share of cell area
Clock buffer | 17 | 0.05401
Timing Repair Buffer | 317 | 0.3106
Clock inverter | 14 | 0.02288
Sequential cell | 153 | 0.5833
Tap cell | 184 | 0.02923
## stage by stage
stage / power [mW] / TNS, ns / utilization / cells / setup slack [ns]
2_1_floorplan: 7.755 / 0 / - / 153 / 0.5013
3_3_place_gp: 9.508 / -0.08890 / 0.5447 / 654 / -0.02563
3_5_place_dp: 9.518 / -0.1138 / 0.5447 / 654 / -0.03091
4_1_cts: 15.60 / -16.95 / 0.5338 / 685 / -0.1501
5_1_grt: 15.99 / -20.41 / 0.5338 / 685 / -0.1707
6_report: 15.40 / -12.19 / 0.5338 / 685 / -0.1176
## cells in the final DEF (no fill, tap or decap)
| cell type | n |
|---|---|
| buf_4 | 5 |
| clkinvlp_4 | 1 |
| buf_12 | 5 |
| clkdlybuf4s50_1 | 153 |
| clkinv_2 | 3 |
| clkbuf_16 | 17 |
| edfxtp_1 | 153 |
| inv_6 | 1 |
| clkinv_4 | 2 |
| buf_2 | 153 |
| buf_6 | 1 |
| bufinv_16 | 4 |
| clkinv_1 | 3 |
## repair_timing
item                                    CTS  global route
gates cloned                              0             0
hold buffers                              0             0
endpoints found under the setup margin  153           153
resized                                 476             0
## cell usage after synthesis
cell	n	area share
edfxtp_1	153	1.0
## report_power, final
part / total, mW / switching [mW] / internal (mW)
Sequential: 7.72 / 0.103 / 7.62
Clock: 6.52 / 2.38 / 4.13
Combinational: 1.16 / 0.301 / 0.864
Total: 15.4 / 2.79 / 12.6
## kinds of logic after synthesis
logic type and synth area share:
flip-flops 1.000
## registers in the layout, summed over array words and instances, names as in the netlist
signal / cells
aluCtrlEx: 6
busBEx: 32
rWEx: 5
exCtrlEx: 7
wrCtrlEx: 2
memCtrlEx: 5
busAEx: 32
extendedImmEx: 32
pcPlus4Ex: 32
## per-layer routing
layer | up-vias | track usage | routed length, um
met5 | - | 0 | 0
met4 | 0 | 0.02481 | 211
met3 | 11 | 0.08095 | 1496
met2 | 195 | 0.2271 | 5291
met1 | 1330 | 0.1961 | 3803
li1 | 1303 | - | -
## path summary, 6_finish.rpt
kind | startpoint | endpoint
worst max-delay path | busAEx[28]$_DFFE_PP_ | busAEx[28]
worst min-delay path | write | wrCtrlEx[0]$_DFFE_PP_
Power figures rest on the tool's default switching activity, not on a simulated workload.
