`design/flow/config.mk`:
```
export PLATFORM = sky130hd
export DESIGN_NAME = pipeline_control
export DESIGN_NICKNAME = pipeline_control
export VERILOG_FILES = /design/flow/design.v
export SDC_FILE = /design/flow/constraint.sdc
export NUM_CORES = 4
export LEC_CHECK = 1
export CORE_UTILIZATION = 30
```
`design/flow/constraint.sdc`:
```
current_design pipeline_control

set clk_period 4.0
set clk_io_pct 0.2

create_clock -name clk0 -period $clk_period [get_ports {clk}]

set non_clock_inputs [all_inputs -no_clocks]
set_input_delay [expr $clk_period * $clk_io_pct] -clock clk0 $non_clock_inputs
set_output_delay [expr $clk_period * $clk_io_pct] -clock clk0 [all_outputs]
```
`design/flow/design.v`:
```
module dff(clk, d, q);
    input    clk;
    input    d;
    output   q;
    reg    	 q;
    always @(posedge clk)
    begin
        q <= d;
    end
endmodule
module dff_5(clk, d, q);
    input    clk;
    input    [4:0] d;
    output   [4:0] q;
    reg    [4:0] q;
    always @(posedge clk)
    begin
        q <= d;
    end
endmodule
module mux(sel, in0, in1, out);
    input    sel;
    input    in0;
    input    in1;
    output   out;
    assign out = ((!sel & in0) | (sel & in1));
endmodule
module pipeline_control(clk, instr, rW, rS1, rS2, rD, imm16, idCtrl, aluCtrl, exCtrl, memCtrl, wrCtrl, beqz, bnez, jump, jumpReg, value, stall);
    input [31:0] instr;
	input [4:0] rW;
	input clk;
	reg aluSrc, alu0, alu1, alu2, alu3, alu4, alu5, memWr, wSrc, memSign, loadHigh, link, stallTemp, regWr, isLoad; 
    reg exMemExA;
	reg exMemExB;
	reg memWbExA;
	reg memWbExB;
	reg memWbMem;
	reg regDst;
	reg exMemIdA;
	reg exMemIdB;
	reg [1:0] dataSize;
	output reg beqz, bnez, jump, jumpReg;
	output reg [2:0] idCtrl;
	output reg [4:0] rS1, rS2, rD;
	output reg [15:0] imm16;
	output reg [25:0] value;
	output reg [5:0] aluCtrl;
	output reg [6:0] exCtrl;
	output reg [4:0] memCtrl;
	output reg [1:0] wrCtrl;
	output  stall;
	wire  [4:0] prevrW, prevrW2;
	wire        prevLoad, prevLoad2, regOut, regWrTemp, isLoadWire;
	assign regWrTemp = regWr;
	dff_5 previousRW(clk, rW, prevrW);
	dff_5 previousRW2(clk, prevrW, prevrW2);
	dff previousStore(clk, isLoadWire, prevLoad);	
	dff previousStore2(clk, prevLoad, prevLoad2);
	mux regWrMux (stallTemp, regWrTemp, 0, regOut);
	assign stall = stallTemp;
	assign isLoadWire = isLoad;
    always@(instr)
    begin
       isLoad = 0;
       stallTemp = 0;
       exMemExA = 0;
       exMemExB = 0;
       memWbExA = 0;
       memWbExB = 0;
       memWbMem = 0;
       exMemIdA = 0;
       exMemIdB = 0;
		rS1 = instr[25:21];
		rS2 = instr[20:16];
		rD = instr[15:11];
		imm16 = instr[15:0];
		aluSrc = instr[31] | instr[30] | instr[29];          
		memWr = instr[31] & ~instr[30] & instr[29];          
		wSrc = instr[31] & ~instr[30] & ~instr[29];          
		regDst = ~(aluSrc | instr[28] | instr[27]);          
		dataSize = instr[27:26];
		memSign = 1;                  
		loadHigh = 0;
		link = 0;
		beqz = 0;
		bnez = 0;
		jump = 0;
		value = instr[25:0];		
		if (instr[31:29] == 3'b101 || instr[31:27] == 5'b01001 || instr[31:28] == 4'b0001 || instr [31:27] == 5'b00001)
		begin
			if (instr[31:29] == 3'b101)              
			begin
				regWr = 0;
				alu4 = 0;
				alu5 = 1;
				if (rS2 == prevrW)
				begin
					memWbMem = 1;
				end
			end
			else if (instr[31:27] == 5'b01001)       
			begin
				if (instr[26] == 0)                  
				begin
					regWr = 0;
					jump = 1;
					jumpReg = 1;
				end
				else                                 
				begin
					regWr = 0;
					link = 1;
					jump = 1;
					jumpReg = 1;
					alu4 = 0;
					alu5 = 1;
				end
			end
			else if (instr[31:28] == 4'b0001)        
			begin
				if (instr[26] == 0)                  
				begin
					beqz = 1;
				end
				else                                 
				begin
					bnez = 1;
				end
				regWr = 0;
			end
			else                                     
			begin
				if (instr[26] == 0)                  
				begin
					regWr = 0;
					jump = 1;
					jumpReg = 0;
				end
				else                                 
				begin
					regWr = 1;
					link = 1;
					jump = 1;
					jumpReg = 0;
					alu4 = 0;
					alu5 = 1;
				end
			end
		end
		else                                         
		begin
			if (instr == 32'b00000000000000000000000000010101)       
			begin
				regWr = 0;
			end
			else			
			begin
				regWr = 1;                        
				if (instr[31:29] == 3'b100)      
				begin
					alu4 = 0;
					alu5 = 1;
					isLoad = 1;
				end
				if (instr[31:28] == 4'b1001)             
				begin
					memSign = 0;
               isLoad = 1;                
				end
				if (instr[31:26] == 6'b001111)           
				begin
					loadHigh = 1;
					alu4 = 0;
					alu5 = 1;
               isLoad = 1;
				end
			end
		end
		if (instr[31:26] == 6'b000000)       
		begin
			if (rS1 == prevrW)
			begin
				exMemExA = 1;
			end
			if (rS2 == prevrW)
			begin
				exMemExB = 1;
			end
			if (rS1 == prevrW2)
			begin
				exMemIdA = 1;
			end
			if (rS2 == prevrW2)
			begin
				exMemIdB = 1;
			end
			if ((rS1 == prevrW) && (prevLoad == 1))
			begin
				memWbExA = 1;
				stallTemp = 1;
			end
			if ((rS2 == prevrW) && (prevLoad == 1))
			begin
				memWbExB = 1;
				stallTemp = 1;
			end
			if ((rS1 == prevrW2) && (prevLoad2 == 1))
			begin
				memWbExA = 1;
			end
			if ((rS2 == prevrW2) && (prevLoad2 == 1))
			begin
				memWbExB = 1;
			end
			case (instr[5:0])                
				6'b100000:                   
				begin
					alu4 = 0;
					alu5 = 1;
				end
				6'b100001:                   
				begin
					alu4 = 0;
					alu5 = 1;
				end
				6'b100010:                   
				begin	
					alu3 = 1;
					alu4 = 1;
					alu5 = 1;     
				end
				6'b100011:                   
				begin
					alu3 = 1;
					alu4 = 1;
					alu5 = 1;   
				end
				6'b100100:                   
				begin
					alu0 = 0;
					alu1 = 0;
					alu2 = 0;
					alu5 = 0;
				end
				6'b100101:                   
				begin
					alu0 = 1;
					alu1 = 0;
					alu2 = 0;
					alu5 = 0;
				end
				6'b100110:                   
				begin
					alu1 = 1;
					alu2 = 0;               
					alu5 = 0;
				end
				6'b101000:                   
				begin
					alu0 = 0;
					alu1 = 0;
					alu2 = 0;
					alu3 = 0;
					alu4 = 1;
					alu5 = 1;
				end
				6'b101001:                   
				begin
					alu0 = 1;
					alu1 = 0;
					alu2 = 0;
					alu3 = 0;
					alu4 = 1;
					alu5 = 1;
				end
				6'b101010:                   
				begin
					alu0 = 0;
					alu1 = 1;
					alu2 = 0;
					alu3 = 0;
					alu4 = 1;
					alu5 = 1;
				end
				6'b101011:                   
				begin
					alu0 = 1;
					alu1 = 1;
					alu2 = 0;
					alu3 = 0;
					alu4 = 1;
					alu5 = 1;
				end
				6'b101100:                   
				begin
					alu1 = 0;
					alu2 = 1;
					alu3 = 0;
					alu4 = 1;
					alu5 = 1;
				end
				6'b101101:                   
				begin
					alu1 = 1;
					alu2 = 1;
					alu3 = 0;
					alu4 = 1;
					alu5 = 1;
				end
				6'b100100:                   
				begin	
					alu1 = 1;
					alu2 = 1;               
					alu5 = 0;
				end
				6'b000111:                   
				begin
					alu0 = 0;
					alu1 = 0;
					alu2 = 1;                
					alu5 = 0;
				end
				6'b000110:                   
				begin
					alu0 = 1;
					alu1 = 0;
					alu2 = 1;
					alu5 = 0;
				end
			endcase
		end
		else                                 
		begin
			if (rS1 == prevrW)
			begin
				exMemExA = 1;
			end
			if (rS1 == prevrW2)
			begin
				exMemIdA = 1;
			end
			if ((rS1 == prevrW) && (prevLoad == 1))
			begin
				memWbExA = 1;
				stallTemp = 1;
			end
			if ((rS1 == prevrW2) && (prevLoad2 == 1))
			begin
				memWbExA = 1;
			end
			case (instr[31:26])                
				6'b001000:                   
				begin
					alu4 = 0;
					alu5 = 1;
				end
				6'b001001:                   
				begin
					alu4 = 0;
					alu5 = 1;
				end
				6'b001010:                   
				begin
					alu3 = 1;
					alu4 = 1;
					alu5 = 1;     
				end
				6'b001011:                   
				begin
					alu3 = 1;
					alu4 = 1;
					alu5 = 1; 
				end
				6'b001100:                   
				begin
					alu0 = 0;
					alu1 = 0;
					alu2 = 0;
					alu5 = 0;
				end
				6'b001101:                   
				begin
					alu0 = 1;
					alu1 = 0;
					alu2 = 0;
					alu5 = 0;
				end
				6'b001110:                   
				begin	
					alu1 = 1;
					alu2 = 0;               
					alu5 = 0;
				end
				6'b011000:                   
				begin
					alu0 = 0;
					alu1 = 0;
					alu2 = 0;
					alu3 = 0;
					alu4 = 1;
					alu5 = 1;
				end
				6'b011001:                   
				begin
					alu0 = 1;
					alu1 = 0;
					alu2 = 0;
					alu3 = 0;
					alu4 = 1;
					alu5 = 1;
				end
				6'b011010:                   
				begin
					alu0 = 0;
					alu1 = 1;
					alu2 = 0;
					alu3 = 0;
					alu4 = 1;
					alu5 = 1;
				end
				6'b011011:                   
				begin
					alu0 = 1;
					alu1 = 1;
					alu2 = 0;
					alu3 = 0;
					alu4 = 1;
					alu5 = 1;
				end
				6'b011100:                   
				begin
					alu1 = 0;
					alu2 = 1;
					alu3 = 0;
					alu4 = 1;
					alu5 = 1;
				end
				6'b011101:                   
				begin
					alu1 = 1;
					alu2 = 1;
					alu3 = 0;
					alu4 = 1;
					alu5 = 1;
				end
				6'b010100:                   
				begin
					alu1 = 1;
					alu2 = 1;               
					alu5 = 0;
				end
				6'b010111:                   
				begin
					alu0 = 0;
					alu1 = 0;
					alu2 = 1;                
					alu5 = 0;
				end
				6'b010110:                   
				begin
					alu0 = 1;
					alu1 = 0;
					alu2 = 1;
					alu5 = 0;
				end
			endcase
		end
      idCtrl[0] = regDst;
      idCtrl[1] = exMemIdA;
      idCtrl[2] = exMemIdB;
      aluCtrl[5] = alu0;
      aluCtrl[4] = alu1;
      aluCtrl[3] = alu2;
      aluCtrl[2] = alu3;
      aluCtrl[1] = alu4;
      aluCtrl[0] = alu5;
      exCtrl[0] = aluSrc;
      exCtrl[1] = loadHigh;
      exCtrl[2] = link;
      exCtrl[3] = exMemExA;
      exCtrl[4] = exMemExB;
      exCtrl[5] = memWbExA;
      exCtrl[6] = memWbExB;
      memCtrl[1:0] = dataSize; 
      memCtrl[2] = memWr;
      memCtrl[3] = memSign;
      memCtrl[4] = memWbMem;
      wrCtrl[0] = wSrc;
      wrCtrl[1] = regOut;
    end
endmodule
```
`design/flow/run.sh`:
```
#!/bin/bash
# OpenROAD 26Q1-2900-gdf79404cd8, Yosys 0.63+post, stock flow scripts
make -C /OpenROAD-flow-scripts/flow DESIGN_CONFIG=/design/flow/config.mk WORK_HOME=/design/flow/orfs finish
```
==> results.cfg <==
; flow metrics
[final_layout]
lay_top_count = clkdlybuf4s50_1
comb_area_um2 = 892
final_util = 0.478
layout-drive-gt1-share = 0.113
areaGrowthSynthToFinish_pct = 49.8
nFillCells = 533
seqCellArea_um2 = 285
layout.cells.most_common_list = 121 x clkdlybuf4s50_1, 17 x buf_4, 14 x xnor2_1

[timing]
worst_pin_slew_ns = 0.453
untimed_endpoints = 4
postLayoutSetupSlackWorst_ns = 0.241
max_freq_ghz = 0.266
relSlewSlack = 0.698
rsz0062_at_grt = false
unclocked_regs = 3
hold_slack_ns = 0.395
setup_viol = 0
hold_violations = 0
slew_viol_final = 0
setup_tns_ns = 0
finalCritPeriodShare = 0.940
finClkSkew_ns = 0.000906
post-route-min-period_ns = 3.76

[cts]
clk_latency_ns = 0.23
clockBufferDepth = 2
ctsRootBufferMaster = clkbuf_8
cts_max_level = 1
clkTransAtPathRegs_ns = 0.05
hold_buffers = 0
cts_tree = built
numCtsBuffers = 3

[routing]
drt_wl_total_um = 4860
drc = 0
first_pass_iters = 5
ant_nets = 0
insertedDiodeCount = 0
dr.first_iter.drc_count = 57
viasPerCell = 4.61
num_vias = 1683
avgRoutedWirePerCell_um = 13.3

[setup_path]
slowest_delay_ns = 0.52
crit_type = input pin to primary output
endpoint_kind = primary output
cp_cell_sequence = clkdlybuf4s50_1, nor4_1, nand3_1, or4_1, o21ai_1, a21oi_1, clkdlybuf4s50_1
cp_common_cell = clkdlybuf4s50_1
setup.worst_path.start_class = input pin
crit_path_top_delay_cell = clkdlybuf4s50_1
crit_fanout = 5
crit_required_ns = 3.20
arrival_ns = 2.96

[synthesis]
top_logic_kind = buffers and inverters
ys_cells = 233
netlist_area_mm2 = 0.00180
synthAoiAreaFrac = 0.138
synth_xor_xnor_area_share = 0.0973
adder_share = 0
synthCells = 233
yosys_register_bits = 15
edf_count = 0
synth_cell_types = 53
yosysWarnings = 14
yosys_area_mm2 = 0.00180
flop_cell = dfxtp_1
mux_share = 0.00556
postSynth.asyncResetShare = 0
yosys.area_share.simple = 0.251
syn_avg_cell_area_um2 = 7.73

[placed_design]
gp_congestion = 0.901
dp_hpwl_um = 4020
dp_slack_ns = 0.130
place.port_buffers = 122

[power_and_ir_drop]
power.leakage_nw = 0.996
vdd_drop_max_mv = 0.134
p_per_area_mw_per_mm2 = 174
p_seq_frac = 0.289
combPwrFrac = 0.439
clkPwrFrac = 0.272
swShare = 0.253
internal-power_mw = 0.351
p_switching_mw = 0.119
p_total_mw = 0.469

[floorplanning]
die_area_mm2 = 0.00632
die_height_um = 79.5
fp_util = 0.319
io_pins = 123
die_w_um = 79.5
num_rows = 27
core_area_mm2 = 0.00564

[grt]
grt_usage = 0.153
grt_max_degree = 16
grt_pass1_vias = 1469
grt_overflow = 0
grt_pass1_wl_um = 7470
antenna_found_initial = 0

[run]
cap_violations = 0
warnings = 25

[status]
status = finished, final reports clean

[worst_hold_path]
hold_path_class = flop to flop
per-stage QoR:
stage | area, µm² | cells
final | 2700 | 365
after global routing | 2700 | 365
after CTS | 2690 | 365
after detailed placement | 2630 | 361
after global placement | 2630 | 361
after floorplan | 1800 | 233
synthesized netlist by cell type, types with 2 or more instances:
master | number | area (µm²)
a21oi_1 | 10 | 50.1
clkbuf_1 | 2 | 7.51
inv_1 | 6 | 22.5
buf_4 | 75 | 563
a22o_1 | 2 | 17.5
or2_2 | 2 | 12.5
xor2_1 | 6 | 52.6
nor2_1 | 8 | 30.0
nor4b_1 | 2 | 17.5
nor3b_1 | 2 | 15.0
nand3_1 | 10 | 50.1
nand2b_1 | 7 | 43.8
dfxtp_1 | 12 | 240
nand4_1 | 2 | 12.5
a31oi_1 | 3 | 18.8
nor4_1 | 6 | 37.5
nor2b_1 | 4 | 25.0
buf_2 | 5 | 25.0
dlxtn_1 | 3 | 45.0
o21ai_0 | 5 | 25.0
nor3_1 | 9 | 45.0
xnor2_1 | 14 | 123
nand2_1 | 7 | 26.3
nor3_2 | 2 | 20.0
logic make-up (layout without fill, tap and decap cells):
family | count (synthesis) | in the layout
muxes | 1 | 1
AOI/OAI and AO/OA | 36 | 36
buffers and inverters | 89 | 149
DFF | 12 | 12
and+or+nand+nor | 72 | 72
latches | 3 | 3
xor gates and xnor gates | 20 | 20
flip-flops by register name (all words and copies together), names as in the netlist:
register and cells:
previousStore2.q 1, previousRW.q 5, jumpReg 1, alu5 1
alu4 1, previousRW2.q 5, previousStore.q 1
timing repair:
item	CTS	global route
endpoints found under the setup margin	0	3
gates resized	0	2
buffers inserted	0	0
area by class of cell:
cell class / count / share of cell area
Inverter: 6 / 0.00835
Tap cell: 72 / 0.0334
Multi-Input combinational cell: 129 / 0.331
Timing Repair Buffer: 139 / 0.501
Sequential cell: 15 / 0.106
Clock buffer: 4 / 0.0204
worst max-delay path: cells and delay by family:
kind | cells | cell delay [ns]
simple gates | 3 | 0.99
buf+inv | 2 | 0.93
compound gates | 2 | 0.23
layer usage:
layer,up-vias,track usage,share of wire
li1,853,-,-
met1,750,0.214,0.44
met2,78,0.262,0.47
met3,2,0.0209,0.083
met4,0,0.00727,0.0029
met5,-,0,0
power by group through the flow:
stage,Clock [mW],Combinational [mW],Sequential [mW]
5_1_grt,0.140,0.227,0.136
4_1_cts,0.131,0.208,0.135
6_report,0.128,0.206,0.135
path summary, 6_finish.rpt:
path | from | end | slack, ns | cells past startpoint
max | instr[22] | wrCtrl[1] | 0.24 | 7
min | previousRW.q[4]$_DFF_P_ | previousRW2.q[4]$_DFF_P_ | 0.40 | 0
max reg2reg | previousRW.q[0]$_DFF_P_ | previousRW2.q[0]$_DFF_P_ | 3.54 | 0
min reg2reg | previousRW.q[4]$_DFF_P_ | previousRW2.q[4]$_DFF_P_ | 0.40 | 0
No activity file was given, so power comes from the tool's default toggle rates.
