## design/flow/run.sh

```bash
#!/bin/bash
# OpenROAD 26Q1-2900-gdf79404cd8, Yosys 0.63+post, stock flow scripts
make -C /OpenROAD-flow-scripts/flow DESIGN_CONFIG=/design/flow/config.mk WORK_HOME=/design/flow/orfs finish
```

## design/flow/config.mk

```make
export PLATFORM = sky130hd
export DESIGN_NAME = mux_34
export DESIGN_NICKNAME = mux_34
export VERILOG_FILES = /design/flow/design.v
export SDC_FILE = /design/flow/constraint.sdc
export NUM_CORES = 4
export LEC_CHECK = 1
export CORE_AREA = 10 10 70 70
export DIE_AREA = 0 0 80 80
```

## design/flow/constraint.sdc

```tcl
current_design mux_34

set clk_period 1.0
set clk_io_pct 0.2

create_clock -name clk0 -period $clk_period

set non_clock_inputs [all_inputs -no_clocks]
set_input_delay [expr $clk_period * $clk_io_pct] -clock clk0 $non_clock_inputs
set_output_delay [expr $clk_period * $clk_io_pct] -clock clk0 [all_outputs]
```

## design/flow/design.v

```verilog
module mux(sel, in0, in1, out);
    input    sel;
    input    in0;
    input    in1;
    output   out;
    assign out = ((!sel & in0) | (sel & in1));
endmodule
module mux_34(sel, in0, in1, out);
    input           sel;
    input    [33:0] in0;
    input    [33:0] in1;
    output   [33:0] out;
    genvar i;
    generate
    for (i=0; i<34; i=i+1)
    begin
        mux MUX_N(sel, in0[i], in1[i], out[i]);
    end
    endgenerate
endmodule
```

==> results.json <==
{
  "dpl_worst_slack_ns": -0.501,
  "seq_cells": 0,
  "worst_pin_slew_ns": 0.0969,
  "hold_path_class": "input pin to output pin",
  "crit_path_end_kind": "output pin",
  "ys_seq_frac": 0,
  "yosys_area_um2": 822,
  "crit_path_cell_trace": "buf_16, buf_16, mux2_4, buf_6",
  "grt_max_degree": 10,
  "startpoint": "sel",
  "drt_iter0_drc": 6,
  "num_rows": 21,
  "crit_family": "buffers and inverters",
  "status": "complete, but fails checks",
  "rsz0062_at_grt": "yes",
  "ys_cells": 72,
  "whs_ns": 0.793,
  "hp-start": "in0[24]",
  "topCellsByArea": "mux2_4 (55%), buf_4 (31%), buf_12 (7.3%), mux2_2 (5.5%), buf_6 (1.4%)",
  "layout_setup_ws_ns": -0.0925,
  "crit_path_max_incr_delay_ns": 0.30,
  "groute.usage.overall": 0.0864,
  "nClkBuffers": 0,
  "drive_above_1_share": 0.524,
  "drc": 0,
  "io_buffers": 103,
  "first_pass_iters": 2,
  "relSlewSlack": 0.935,
  "antenna_found_initial": 0,
  "dieArea_um2": 6400,
  "vias": 714,
  "wirelength_um": 3060,
  "critPathKind": "input pin to output pin",
  "final_antenna_net_count": 0,
  "peakVddDrop_uv": 162,
  "synth_cells": 72,
  "diodes": 0,
  "setup_violations": 34,
  "worst_setup_path_start_kind": "input pin",
  "netlist.area_leader.share": 0.548,
  "top_level_ports": 103,
  "max_freq_mhz": 915,
  "cp_max_fo": 8,
  "min_period_ns": 1.09,
  "cp_common_cell": "buf_16",
  "slowest_stage": "mux2_4",
  "synth_warnings": 0,
  "syn_area_per_cell_um2": 11.4,
  "grt_pass1_vias": 840,
  "leakage_nw": 0.905,
  "coreArea_um2": 3420,
  "grt_pass1_wl_um": 4490,
  "postCtsSetupBuffers": 0,
  "wl_per_cell_um": 16.2,
  "largest_area_cell": "mux2_4",
  "fin_tns_setup_ns": -2.87,
  "arrival_ns": 0.89,
  "violations": "setup timing",
  "power_density_nw_per_um2": 397,
  "hold_path_depth": 3,
  "area_delta_synth_final_pct": 103,
  "hold_violations": 0,
  "drv_slew": 0,
  "die_w_um": 80,
  "holdPathEnd": "out[24]",
  "seqCellArea_um2": 0,
  "die_h_um": 80,
  "fp_util": 0.241,
  "avgViaCountPerCell": 3.78,
  "tool_warnings": 35,
  "cap_violations": 0,
  "synth_cell_type_count": 5,
  "gp_congestion": 0.767,
  "crit_required_ns": 0.80,
  "critPathBufInv": 3,
  "period_used_share": 1.09,
  "grt-ovfl-total": 0,
  "synth_area_um2": 822
}
## cells by family after synthesis
family,count (synthesis),share of synthesized area
buffers and inverters,38,0.397
multiplexers,34,0.603
## per-stage QoR
stage | util | area (um^2) | power [W] | std cells
after floorplan | - | 943 | 0.000428 | 72
after global placement | 0.474 | 1620 | 0.000691 | 185
after detailed placement | 0.474 | 1620 | 0.000697 | 185
after CTS | 0.467 | 1600 | 0.000636 | 188
final | 0.488 | 1670 | 0.000661 | 189
after global routing | 0.488 | 1670 | 0.000708 | 189
## how the worst max path moves through the flow
stage	endpoint	slack, ns	depth (start not counted)
after CTS	out[1]	-0.1	4
after global routing	out[3]	-0.12	4
final	out[2]	-0.09	4
## worst min-delay path, delay by kind of cell
kind / cells / cell delay [ns]
buf+inv: 2 / 0.27
mux: 1 / 0.12
## timing repair
action	CTS	global route
pin swaps	0	0
hold buffers	0	0
setup endpoints to repair	34	34
gates resized	201	7
cloned	3	1
## synthesized netlist by cell type (all sizes together)
| library cell | instances |
|---|---|
| buf | 38 |
| mux2 | 34 |
## placed cells by master (no fill, tap or decap)
master,instances
buf_16,4
buf_12,2
clkbuf_16,1
dlygate4sd2_1,68
buf_6,25
buf_2,9
mux2_4,34
## report_power, final
group,internal (W),leakage (nW),switching (W)
combinational,0.000513,0.905,0.000148
sequential,0,0,0
clock,0,0,0
total,0.000513,0.905,0.000148
## area by class of cell
cell class,instances,area [um^2]
Fill cell,349,1750
Multi-Input combinational cell,34,510
Tap cell,46,57.6
Timing Repair Buffer,109,1100
## per-layer routing
metal  GRT usage  part of all wire
met1      0.0969              0.36
met5           0                 0
met3      0.0250             0.083
met2       0.165              0.56
met4           0                 0
Power figures rest on the tool's default switching activity, not on a simulated workload.
